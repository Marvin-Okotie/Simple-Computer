File: flow/run.sh
#!/bin/bash
# OpenROAD 26Q1-2900-gdf79404cd8, Yosys 0.63+post, stock flow scripts
make -C /OpenROAD-flow-scripts/flow DESIGN_CONFIG=/design/flow/config.mk WORK_HOME=/design/flow/orfs finish
File: flow/config.mk
export PLATFORM = sky130hd
export DESIGN_NAME = incrementer
export DESIGN_NICKNAME = incrementer
export VERILOG_FILES = /design/flow/design.v
export SDC_FILE = /design/flow/constraint.sdc
export NUM_CORES = 4
export LEC_CHECK = 1
export CORE_AREA = 10 10 70 70
export DIE_AREA = 0 0 80 80
File: flow/constraint.sdc
current_design incrementer

set clk_period 3.4
set clk_io_pct 0.2

create_clock -name clk0 -period $clk_period

set non_clock_inputs [all_inputs -no_clocks]
set_input_delay [expr $clk_period * $clk_io_pct] -clock clk0 $non_clock_inputs
set_output_delay [expr $clk_period * $clk_io_pct] -clock clk0 [all_outputs]
File: flow/design.v
module pc_controller(clock, reset, V, C, N, Z, PL, JB, BC, branch_offset, jump_addr, PC);
	input         clock;				 
	input         reset;				 
	input         V;					 
	input         C;					 
	input         N;					 
	input         Z;					 
	input         PL;					 
	input         JB;					 
	input         BC;					 
	input  [15:0] jump_addr;		 
	input  [15:0] branch_offset;	 
	output [15:0] PC;					 
	reg    [15:0] PC;
	wire   [15:0] next_pc;
	wire   [15:0] pc_inc;
	wire 	 [15:0] carry;
	wire 	 [15:0] branch;
	wire 			  RGZ;
	always@(posedge clock) begin
		if(reset)
			PC <= 16'h0000;
		else
			PC <= next_pc;
	end
	assign RGZ = (~N | ~Z);
   assign next_pc = (reset == 1'b1)                           ? 16'h0000           :	 
                    (PL&JB == 1'b1)                           ? jump_addr          :	 
						  ((RGZ & (BC & PL)) == 1'b1)		  			  ? branch		  		  :	 
                                                                pc_inc;			          
   incrementer PCINC (pc_inc, PC);
	branch_logic BRGZ (branch, PC, branch_offset);
endmodule
module incrementer (inc_output, inc_input);
   input [15:0] inc_input;
	output [15:0] inc_output;
	wire [16:1] C;
	halfadd HA0 (inc_output[0], C[1], inc_input[0], 1'b1);
	halfadd HA1 (inc_output[1], C[2], inc_input[1], C[1]);
	halfadd HA2 (inc_output[2], C[3], inc_input[2], C[2]);
	halfadd HA3 (inc_output[3], C[4], inc_input[3], C[3]);
	halfadd HA4 (inc_output[4], C[5], inc_input[4], C[4]);
	halfadd HA5 (inc_output[5], C[6], inc_input[5], C[5]);
	halfadd HA6 (inc_output[6], C[7], inc_input[6], C[6]);
	halfadd HA7 (inc_output[7], C[8], inc_input[7], C[7]);
	halfadd HA8 (inc_output[8], C[9], inc_input[8], C[8]);
	halfadd HA9 (inc_output[9], C[10], inc_input[9], C[9]);
	halfadd HA10 (inc_output[10], C[11], inc_input[10], C[10]);
	halfadd HA11 (inc_output[11], C[12], inc_input[11], C[11]);
	halfadd HA12 (inc_output[12], C[13], inc_input[12], C[12]);
	halfadd HA13 (inc_output[13], C[14], inc_input[13], C[13]);
	halfadd HA14 (inc_output[14], C[15], inc_input[14], C[14]);
	halfadd HA15 (inc_output[15], C[16], inc_input[15], C[15]);
endmodule 
module branch_logic (sum, PC_in, branch_off);
   input [15:0] branch_off;
	input [15:0] PC_in;
	output [15:0] sum;
	wire [15:0] C;
	Full_adder FA_1 (sum[0], C[0], PC_in[0], branch_off[0], 1'b0);   
	Full_adder FA_2 (sum[1], C[1], PC_in[1], branch_off[1], C[0]);
	Full_adder FA_3 (sum[2], C[2], PC_in[2], branch_off[2], C[1]);
	Full_adder FA_4 (sum[3], C[3], PC_in[3], branch_off[3], C[2]);
	Full_adder FA_5 (sum[4], C[4], PC_in[4], branch_off[4], C[3]);
	Full_adder FA_6 (sum[5], C[5], PC_in[5], branch_off[5], C[4]);
	Full_adder FA_7 (sum[6], C[6], PC_in[6], branch_off[6], C[5]);
	Full_adder FA_8 (sum[7], C[7], PC_in[7], branch_off[7], C[6]);
	Full_adder FA_9 (sum[8], C[8], PC_in[8], branch_off[8], C[7]);
	Full_adder FA_10 (sum[9], C[9], PC_in[9], branch_off[9], C[8]);
	Full_adder FA_11 (sum[10], C[10], PC_in[10], branch_off[10], C[9]);
	Full_adder FA_12 (sum[11], C[11], PC_in[11], branch_off[11], C[10]); 
	Full_adder FA_13 (sum[12], C[12], PC_in[12], branch_off[12], C[11]); 
	Full_adder FA_14 (sum[13], C[13], PC_in[13], branch_off[13], C[12]); 
	Full_adder FA_15 (sum[14], C[14], PC_in[14], branch_off[14], C[13]); 
	Full_adder FA_16 (sum[15], C[15], PC_in[15], branch_off[15], C[14]); 
endmodule
module halfadd (S,C,X,Y);
   input X, Y;
	output S, C;
	assign S = X^Y;
	assign C = X&Y;
endmodule 
==> results_slide.txt <==
Flow Results at a Glance

Floorplan
  – Core Rows: 21
  – # IOs: 32
  – Die width: 80 µm
  – Die H: 80 µm
  – Core ar.: 3420 µm²
  – FP Core Util: 0.0901
  – DIE AREA: 6400 µm²

Final layout
  – Flops: 0
  – Register Area: 0 µm²
  – Area grow syn2layout: 142%
  – Share of layout cells above drive strength 1: 0.449
  – Final Util: 0.218
  – Most common logic cells in the final layout: clkdlybuf4s50_1, ha_4, buf_6
  – Fill cell count: 365
  – Clock tree buffer count of the final layout: 0
  – Highest-count logic cell in the final layout: clkdlybuf4s50_1

Yosys
  – FA/HA/MAJ Cells, Area Fraction: 0.569
  – Xor/xnor share: 0.0285
  – Yosys simple share: 0
  – Top cells by area: ha_1, buf_4, xor2_1
  – Cell type with the largest total area: ha_1
  – Avg Inst Size Synth: 9.62 µm²
  – Post-synth seq share: 0
  – Number of cells in Yosys stat: 32
  – Distinct lib cells used: 4
  – Post-Synth AOI/OAI Area: 0
  – Main logic family: adder cells
  – Mapped cell area: 308 µm²
  – Yosys stat chip area: 308 µm²
  – Mux share: 0
  – Top cell area share: 0.569
  – Ys Warns: 0
  – Mapped Cells: 32

Worst setup path
  – Nature of the critical path startpoint: primary input
  – CP most frequent cell: ha_4
  – Worst EP required: 2.72 ns
  – Critical path origin: inc_input[0]
  – Crit-path slowest cell: ha_4
  – Largest stage delay, worst path: 0.16 ns
  – Data arrival, critical path: 3.14 ns
  – Worst-path cell chain: buf_8 > ha_4 > ha_4 > ha_4 > ha_4 > ha_4 > ha_4 > ha_4 > ha_4 > ha_4 > ha_4 > ha_4 > ha_4 > ha_4 > ha_4 > xor2_1 > buf_2
  – Worst Path Max Fanout: 2
  – Crit. End Element: primary output
  – Setup Crit Path Kind: primary input to primary output

Final timing
  – Final setup TNS: -1.08 ns
  – Post-route setup slack: -0.421 ns
  – Slew HR: 0.913
  – Worst-Margin Slew: 0.130 ns
  – RSZ-0062 raised after global routing: true
  – Fmax: 0.262 GHz
  – Final hold slack: 1.97 ns
  – Final hold violations: 0
  – Fin. max-slew vios: 0
  – Final number of setup-violating endpoints: 4
  – Final worst-path cycle share: 1.12
  – Clock period minus worst slack: 3.82 ns

Placement
  – PortBufs: 32
  – RD Place Congestion: 0.829

Power and ir drop
  – Power consumption: 0.0000585 W
  – Pwr/cell area: 78.6 nW/µm²
  – Peak supply drop: 0.0281 mV
  – Leakage: 0.269 nW

Drt
  – Vias per cell: 2.89
  – WL/cell: 10.8 µm
  – Post-Route WL: 1.02 mm
  – First-pass iteration count of the detailed router: 1
  – DR iter-0 viols: 0
  – DRT antenna net count: 0
  – DRC viols: 0
  – DR vias: 275
  – Ant diodes: 0

Global route
  – Overflow after GRT: 0
  – GRT Util Overall: 0.0319
  – Initial antenna violation count: 0
  – Vias in the first global route: 340
  – First-pass GRT wire length: 1.64 mm
  – Pin count of the biggest net entering global routing: 3

Run
  – Max_cap viols: 0
  – OpenROAD warnings: 38

Run status
  – Status: finished with violations
  – Failing checks: negative setup slack

Min path
  – HP Start: inc_input[0]
  – Worst hold path class: primary input to primary output

Clock tree
  – Number of setup buffers added after CTS: 0
==> cell type report <==
type | instances | area [µm²] | area share
tap | 46 | 57.6 | 0.0773
multi-input combinational | 15 | 359 | 0.482
inverter | 1 | 3.75 | 0.00504
timing repair buffer | 33 | 324 | 0.435
==> final timing paths <==
| kind | to | slack, ns | depth (start not counted) |
|---|---|---|---|
| max | inc_output[15] | -0.42 | 17 |
| min | inc_output[0] | 1.97 | 4 |
==> logic make-up (layout without fill, tap and decap cells) <==
kind of cell / Yosys count / after routing
xor+xnor: 1 / 1
buf+inv: 17 / 34
fa+ha+maj: 14 / 14
==> power by group <==
part / leakage [nW] / switching, W / internal, W / total (W)
sequential: 0 / 0 / 0 / 0
clock: 0 / 0 / 0 / 0
combinational: 0.269 / 0.0000155 / 0.0000430 / 0.0000585
==> Yosys cell counts <==
library cell / instances
inv_1: 1
xor2_1: 1
buf_4: 16
ha_1: 14
==> metrics by stage <==
step | instance area, µm² | setup slack, ns | std cells
after global placement | 748 | -1.25 | 95
after detailed placement | 748 | -1.24 | 95
after CTS | 734 | -0.432 | 95
final | 744 | -0.421 | 95
after global routing | 744 | -0.477 | 95
after floorplan | 490 | -0.342 | 32
==> layer usage <==
| layer | GRT usage | share of wire | up-vias | routed length [µm] |
|---|---|---|---|---|
| met2 | 0.0441 | 0.28 | 32 | 289 |
| met1 | 0.0316 | 0.40 | 116 | 404 |
| met5 | 0 | 0 | - | 0 |
| met3 | 0.0398 | 0.32 | 0 | 327 |
| met4 | 0 | 0 | 0 | 0 |
| li1 | - | - | 127 | - |
==> what timing repair did <==
action                                  CTS  global route
gates cloned                              0             0
endpoints found under the setup margin    9             4
gates resized                            32             2
pin swaps                                14             0
hold endpoints to repair                  0             0
hold buffers                              0             0
==> worst max-delay path: cells and delay by family <==
family                     cells  cell delay, ns
adders and majority gates     14            2.11
buffers and inverters          2            0.20
xor gates and xnor gates       1            0.13
Power figures rest on the tool's default switching activity, not on a simulated workload.
